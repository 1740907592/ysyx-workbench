===== /design/flow/run.sh =====
#!/bin/bash
# OpenROAD 26Q1-2900-gdf79404cd8, Yosys 0.63+post, stock flow scripts
make -C /OpenROAD-flow-scripts/flow DESIGN_CONFIG=/design/flow/config.mk WORK_HOME=/design/flow/orfs finish

===== /design/flow/config.mk =====
export PLATFORM = sky130hd
export DESIGN_NAME = alu
export DESIGN_NICKNAME = alu
export VERILOG_FILES = /design/flow/design.v
export SDC_FILE = /design/flow/constraint.sdc
export NUM_CORES = 4
export LEC_CHECK = 1
export CORE_UTILIZATION = 40
export SYNTH_HDL_FRONTEND = slang

===== /design/flow/constraint.sdc =====
current_design alu

set clk_period 14.2
set clk_io_pct 0.2

create_clock -name clk0 -period $clk_period

set non_clock_inputs [all_inputs -no_clocks]
set_input_delay [expr $clk_period * $clk_io_pct] -clock clk0 $non_clock_inputs
set_output_delay [expr $clk_period * $clk_io_pct] -clock clk0 [all_outputs]

===== /design/flow/design.v =====
module alu (
    input clk,
    input [2:0] fun_sel,
    input signed [31:0] in_a,
    input signed  [31:0] in_b,
    output reg signed [31:0] res,
    output reg cout,
    output reg Overflow
);
    reg signed [31:0] temp_res;
    reg temp_overflow;  
    always @(fun_sel, in_a, in_b) begin
        cout = 0;
        Overflow = 0;
        temp_res = 0;
        case (fun_sel)
            0: begin  
                {cout, temp_res} = in_a + in_b;
                Overflow = (in_a[31] == in_b[31]) && (temp_res[31] != in_a[31]);
            end
            1: begin  
                {cout, temp_res} = in_a + in_b;
                Overflow = (in_a[31] != in_b[31]) && (temp_res[31] != in_a[31]);
            end
            2: begin  
                temp_res = ~in_a;
                cout = 0;
                Overflow = 0;
            end
            3: begin  
                temp_res = in_a & in_b;
                cout = 0;
                Overflow = 0;
            end
            4: begin  
                temp_res = in_a | in_b;
                cout = 0;
                Overflow = 0;
            end
            5: begin  
                temp_res = in_a ^ in_b;
                cout = 0;
                Overflow = 0;
            end
            6: begin  
                {cout, temp_res} = in_a + in_b;
                Overflow = (in_a[31] != in_b[31]) && (temp_res[31] != in_a[31]);
                if (!Overflow) begin
                    temp_res = (temp_res[31] == 1) ? 1 : 0;
                end else begin
                    temp_res = (temp_res[31] == 0) ? 1 : 0;
                end
                cout = 0;  
            end
            7: begin  
                temp_res = (in_a == in_b) ? 1 : 0;
                cout = 0;
                Overflow = 0;
            end
            default: begin
                temp_res = 0;
                cout = 0;
                Overflow = 0;
            end
        endcase
    end
    assign res = temp_res;  
endmodule

==> run summary <==
yosys + openroad results -> Post-DRT Antenna Nets=0, Synth top cell by count=inv_1, hold depth=5, vias in the first global route=4102, Avg Inst Size Synth=6.19 µm², worst slew pin tran=0.878 ns, max frequency=111 MHz, Final Routed Wirelength=roughly 12000 µm, floorplan core density=0.415, Max Cap Viol=0, Synthesis Warnings=0, Seq pwr share=0, cells along the critical path=clkdlybuf4s50_1, inv_1, ha_1, a211oi_2, o21ai_2, a211o_1, a211oi_2, o21ai_2, a211o_1, a31oi_1, a211o_1, clkdlybuf4s50_1, Crit Path Max Fanout=4, tool warnings=between 60 and 70, cell count after synthesis=588, global-route wire length before repair=19700 µm, Vias/cell=between 5 and 6, Final TNS setup=0 ns, switching power=0.0908 mW, unrepaired setup endpoints after global routing=no, Hold Path Origin=fun_sel[0], cell type with the largest total area=ha_1, IO Pins=102, GRT Util Overall=0.248, layout cells sized above 1=0.0308, cell mode on critical path=a211o_1, Crit Path Class=in2out, data required time at the worst endpoint=11.36 ns, number of buffers inserted by hold repair at cts=0, Peak VDD IR=0.0174 mV, Post-DP Area=between 4000 and 5000 µm², # DRC=0, fin crit share=0.633, Placer Congestion=0.873, P per Cell Area=38.5 nW/µm², antenna violations before repair=0, Crit path max-delay family=AND-OR/OR-AND gates, CP max stage delay=~0.51 ns, startpoint types=input port, pre-CTS setup slack=5.24 ns, Fin. Hold Viols=0, post-cts gate resize count=0, Seq. cell area=0 µm², area of the core=8760 µm², Final min period=8.99 ns, total gr overflow=0, combinational group share of total power=1.000, P&R area growth vs syn=27.1%, Syn Std Cell Area=3640 µm², Setup violations, final=0, CP Buf/Inv Count=3, worst relative slew slack=0.415, Std-Cell Rows=34, status=finished clean, crit end category=primary output, crit path DAT=6.15 ns, worst min-delay path category=in2out, WHS Endpoint=res[20], total setup buffers inserted after CTS=0, yosys cell count=588, DR WL/cell=15.2 µm, height of the die=97.4 µm, post-DP HPWL=between 8000 and 9000 µm, Die Width=97.4 µm, number of fill cells=roughly 910, Seq share, synth=0, Internal Power=0.0875 mW, Port Buf Inserts=between 100 and 150, Clock Power Share=0, final design utilization=0.528, n_diodes=0, registers=0, pin count of the biggest net entering global routing=~70, library cells used by synthesis=56, final worst slack=5.21 ns, Pre-antenna DRT Iters=4, Die Area=9480 µm², switching share of total power=0.509, Critical Path Stages=12, Synth top cells by count=76 x inv_1, 64 x ha_1, 64 x nand2_1, drt first-iter violations=180, Slew Viols, Final=0, Main area contributors=ha_1 22%, inv_1 7.8%, a21oi_1 7.3%, static leakage power=2.14 nW, Crit-path slowest cell=clkdlybuf4s50_1, Area leader share=0.220, Vias=between 4000 and 5000, synthesis area per yosys=3640 µm², Post-Layout Inst Area=4630 µm², clock buffer count=0
metal layers:
| metal | vias up | routed length [µm] | global-route usage | share of wire |
|---|---|---|---|---|
| met5 | - | 0 | 0 | 0 |
| met4 | 0 | 165 | 0.0385 | 0.014 |
| met3 | 12 | 452 | 0.00512 | 0.039 |
| met2 | 121 | 5430 | 0.431 | 0.47 |
| met1 | 1947 | 5480 | 0.351 | 0.48 |
| li1 | 2214 | - | - | - |
power by group through the flow:
stage         sequential, mW  combinational (mW)  clock, mW
CTS                        0               0.179          0
finish                     0               0.178          0
global route               0               0.200          0
cells by family after synthesis:
group | synth area share
AND-OR/OR-AND | 0.384
AND/OR/NAND/NOR | 0.204
buffers and inverters | 0.134
adder cells (fa/ha/maj) | 0.226
XOR/XNOR | 0.0385
multiplexers | 0.0141
cell type report:
cell class,count,area (µm²),share of cell area
inverters,76,285,0.0617
multi-input cells,467,3150,0.682
well taps,108,135,0.0292
repair buffers,107,1050,0.227
stage by stage:
step                hold WS (ns)  instances  total power, mW
CTS                         6.80        758            0.179
detailed placement          6.79        758            0.177
floorplan                   5.86        588            0.107
finish                      6.80        758            0.178
global route                6.88        758            0.200
global placement            6.79        758            0.176
how the worst max path moves through the flow:
stage	slack, ns	to	startpoint
4_1_cts	5.21	res[29]	in_a[1]
5_1_grt	5.01	res[27]	in_a[1]
6_report	5.21	res[29]	in_a[1]
layout by cell type, fill, tap and decap left out, types with 11 or more instances in the layout:
cell and n:
inv_1 76, a22oi_1 18, nand2_1 64, o21ai_1 16, o211ai_1 11, nor2_1 40, a21oi_1 53, clkdlybuf4s50_1 100
nor3_1 14, o21ai_0 45, o22ai_1 16, ha_1 64
No activity file was given, so power comes from the tool's default toggle rates.
