==> flow/design.v <==
module encode42(
    input [7:0] x,
    input  en,
    output reg [2:0] y,
    output reg wok
);
integer i;
integer st;
always @(x,en) begin
    st = 1;
    y = 0;
    wok = 0;
    for (i = 7; i >= 0; i--) begin
        if (x[i] == 1 && st[0]) begin
            y = i[2:0];
            st = 0;
            wok = 1;
        end
    end
    if (en == 0)
        y = 3'b00;
end
endmodule
module bcd7seg(
    input  [2:0] b,
    output reg [7:0] h
);
wire [7:0] segs[0:7];   
assign segs[0] = 8'b11111101;
assign segs[1] = 8'b01100000;
assign segs[2] = 8'b11011010;
assign segs[3] = 8'b11110010;
assign segs[4] = 8'b01100110;
assign segs[5] = 8'b10110110;
assign segs[6] = 8'b10111110;
assign segs[7] = 8'b11100000;
endmodule
module top(
   input  [3:0] b,
    output reg [7:0] h,
    input en,
    input [7:0] x,
    output reg [2:0] y,
    output reg wok
);
    bcd7seg my_seg(
        .b(y),
        .h(h)
    );
    encode42 my_encode(
        .x(x),
        .y(y),
        .wok(wok),
        .en(en)
    );
endmodule
==> flow/run.sh <==
#!/bin/bash
# OpenROAD 26Q1-2900-gdf79404cd8, Yosys 0.63+post, stock flow scripts
make -C /OpenROAD-flow-scripts/flow DESIGN_CONFIG=/design/flow/config.mk WORK_HOME=/design/flow/orfs finish
==> flow/config.mk <==
export PLATFORM = sky130hd
export DESIGN_NAME = top
export DESIGN_NICKNAME = top
export VERILOG_FILES = /design/flow/design.v
export SDC_FILE = /design/flow/constraint.sdc
export NUM_CORES = 4
export LEC_CHECK = 1
export CORE_AREA = 10 10 70 70
export DIE_AREA = 0 0 80 80
export SYNTH_HDL_FRONTEND = slang
==> flow/constraint.sdc <==
current_design top

set clk_period 1.5
set clk_io_pct 0.2

create_clock -name clk0 -period $clk_period

set non_clock_inputs [all_inputs -no_clocks]
set_input_delay [expr $clk_period * $clk_io_pct] -clock clk0 $non_clock_inputs
set_output_delay [expr $clk_period * $clk_io_pct] -clock clk0 [all_outputs]
==> impl_metrics.toml <==
# yosys + openroad results
[status]
status = "finished, final reports clean"

[setup_path]
crit_fanout = 2
startpoint_type = "primary input"
crit_arrival_ns = 1.19
slowest_stage = "nor4_4"
cp-end-kind = "output port"
critPathRequiredTime_ns = 1.20
path_cells = "buf_6, nor4_4, buf_4, and3_4, o31a_2, buf_2"
critical-path-max-stage-delay_ns = 0.27
cp-startpoint = "x[7]"
crit_type = "in -> out"

[final_timing]
grt_setup_unrepaired = "true"
period_used_pct = 99.16
period_needed_ns = 1.487
drv_slew = 0
max_freq_ghz = 0.6723
hold_violations = 0
whs_ns = 0.9835
setup_viol = 0

[global_routing]
grt_pass1_vias = 229
gr-total-overflow = 0
groute.usage.overall_pct = 2.009
grt_max_degree = 4
grt_pass1_wl_um = 1069
antenna_found_initial = 0

[final_layout]
layout_top_cells = "conb_1, buf_4, buf_2, buf_6, dlygate4sd2_1"
register_area_um2 = 0
finalCoreUtilization_pct = 10.48
nFlopsAndLatches = 0
layout_top_cell = "conb_1"
drive_gt1_share_pct = 59.52
fin_cells = 88
clock_buffers = 0
syn_to_final_growth_pct = 148.7
final-comb-area_um2 = 127.6
fillers = 405

[pwr]
combPwrFrac_pct = 100.0
p_int_mw = 0.03856
p_seq_share_pct = 0
power_mw = 0.05997
clockPowerShare_pct = 0
p_switching_mw = 0.02141
p_per_area_mw_per_mm2 = 167.6
swShare_pct = 35.70
ir_worst_vdd_v = 0.00002042
leakage_nw = 0.1625

[synth]
area_leaders = "buf_4, o31a_2, nor4_2, and2b_2, nor2_1"
synth_area_leader_cell = "buf_4"
ys.warnings.count = 8
ys_seq_share_pct = 0
top_area_share_pct = 41.74
synth.avg_cell_area_um2 = 6.852
netlist_area_um2 = 143.9
synth.distinct_cells = 12
yosys_area_um2 = 143.9
syn_inst = 21
ys_cells = 21

[placement]
placed_cells = 84
gp_congestion = 0.7534
port_buffers = 13
place_hpwl_um = 570.5

[floorplanning]
core.rowCount = 21
die-area_mm2 = 0.006400
pin_count = 25
fp.dieW_um = 80
initial_core_util_pct = 4.212
die_y_um = 80
core-area_mm2 = 0.003416

[min_path]
hold_class = "in -> out"
hold_start = "x[7]"
holdPathStages = 4

[detailed_routing]
routedWlPerCell_um = 7.784
drc = 0
first_pass_iters = 2
ant_nets = 0
vias = 196
routed_wl_um = 685
drt-vias-per-instance = 2.227
n_antenna_cell = 0
drtIter0Drc = 3

[flow_run]
cap_violations = 0
warnings = 37
==> metrics by stage <==
| step | worst slack, ns | instance area [um^2] | TNS, ns |
|---|---|---|---|
| final | 0.01267 | 357.8 | 0 |
| after global routing | -0.04905 | 357.8 | -0.08562 |
| after CTS | 0.01318 | 355.3 | 0 |
| after detailed placement | -0.6839 | 335.3 | -2.312 |
| after global placement | -0.7189 | 335.3 | -2.471 |
| after floorplan | 0.3344 | 170.2 | 0 |
==> what timing repair did <==
| item | in CTS | in global routing |
|---|---|---|
| hold buffers | 0 | 0 |
| gates resized | 40 | 3 |
| endpoints found under the setup margin | 4 | 3 |
| pin swaps | 4 | 3 |
| setup buffers | 4 | 0 |
==> critical path, delay by kind of cell <==
family | cells | cell delay (ns)
compound gates | 1 | 0.11
simple gates | 2 | 0.43
buf+inv | 3 | 0.34
==> path summary, 6_finish.rpt <==
| kind | endpoint | slack (ns) |
|---|---|---|
| worst max-delay path | y[0] | 0.01 |
| worst min-delay path | y[0] | 0.98 |
==> area by class of cell <==
class	count	share of cell area, %
Inverter	1	1.049
Multi-Input combinational cell	19	35.66
Timing Repair Buffer	22	47.20
Tap cell	46	16.08
==> synthesized netlist by cell type <==
library cell and n:
nor2_1 2, buf_4 8, and2b_2 1, conb_1 1
o31a_2 2, and3_1 1, nor4_2 1, nand3_1 1
a21oi_1 1, inv_1 1, nand2b_1 1, nor3_1 1
==> metal layers <==
metal	global-route usage, %	up-vias	part of all wire [%]
met5	0	-	0
met2	3.291	14	40
li1	-	99	-
met1	2.703	83	47
met4	0	0	0
met3	0.5682	0	12
==> power groups by stage <==
stage	clock [mW]	sequential (mW)	combinational [mW]
5_1_grt	0	0	0.0672
6_report	0	0	0.0600
4_1_cts	0	0	0.0603
==> logic make-up (layout without fill, tap and decap cells) <==
family,count (synthesis),count (layout),synth area share [%]
and+or+nand+nor,8,8,35.65
other,1,8,2.606
buffers and inverters,9,23,44.35
AOI/OAI and AO/OA,3,3,17.39
No activity file was given, so power comes from the tool's default toggle rates.
